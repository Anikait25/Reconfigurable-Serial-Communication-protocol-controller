$ cat ./config.mk
export PLATFORM = sky130hd
export DESIGN_NAME = TOP_module
export DESIGN_NICKNAME = TOP_module
export VERILOG_FILES = /design/flow/design.v
export SDC_FILE = /design/flow/constraint.sdc
export NUM_CORES = 4
export LEC_CHECK = 1
export CORE_UTILIZATION = 30
$ cat ./constraint.sdc
current_design TOP_module

set clk_period 3.1
set clk_io_pct 0.2

create_clock -name clk0 -period $clk_period [get_ports {clk}]

set non_clock_inputs [all_inputs -no_clocks]
set_input_delay [expr $clk_period * $clk_io_pct] -clock clk0 $non_clock_inputs
set_output_delay [expr $clk_period * $clk_io_pct] -clock clk0 [all_outputs]
$ cat ./design.v
module I2C_revised_step1 (clk,reset,addr,data,i2c_sda,i2c_scl,busy,valid);
input clk;
input reset;
input [6:0] addr;
input [7:0] data;
inout i2c_sda;
output i2c_scl;
output reg busy,valid;
localparam STATE_IDLE = 0;
localparam STATE_START = 1;
localparam STATE_ADDR = 2;
localparam STATE_RW = 3;
localparam STATE_WACK = 4;
localparam STATE_DATA = 5;
localparam STATE_WACK2 = 6;
localparam STATE_STOP = 7;
reg [7:0] state;
reg [7:0] count;
reg i2c_scl_enable =0;
reg i2c_sda_temp;
assign i2c_scl = (i2c_scl_enable == 0) ? 1 : ~clk; 
always@(negedge clk) begin  
	if(reset == 1) begin
		i2c_scl_enable <= 0;
	end 
	else begin 
	if((state == STATE_IDLE) || (state == STATE_START) || (state == STATE_STOP)) begin
			i2c_scl_enable <= 0;
		end
		else begin
			i2c_scl_enable <= 1;
		end
	end
end
always@(posedge clk) begin  
	if(reset == 1) begin
		state <= STATE_IDLE;
		busy <= 0;
		valid <= 0;
		i2c_sda_temp <= 1;
		count <= 8'd0;
	end 
	else begin
		case(state)
			STATE_IDLE: begin  
				i2c_sda_temp <= 1;
				state <= STATE_START;
			end
			STATE_START: begin  
				i2c_sda_temp <= 0;
				busy <= 1;
				count <= 6;
				state <= STATE_ADDR;				
			end
			STATE_ADDR: begin  
				i2c_sda_temp <= addr[count];
				if(count==0) state <= STATE_RW;
								else count <= count - 1;
			end
			STATE_RW: begin  
				i2c_sda_temp <= 1;
				state <= STATE_WACK;
			end
			STATE_WACK: begin  
				state <= STATE_DATA;
				count <= 7;
			end
			STATE_DATA: begin  
				i2c_sda_temp <= data[count];
				if (count == 0) state <= STATE_WACK2;
				else count <= count - 1;
			end
			STATE_WACK2: begin  
				state <= STATE_STOP;
			end
			STATE_STOP: begin  
				i2c_sda_temp <= 1;
				busy <= 0;
				valid <= 1;
				state <= STATE_IDLE;
			end
			default:state <= STATE_IDLE;
		endcase
	end
end
assign i2c_sda = i2c_sda_temp;
endmodule
module I2C_top(
	input I2C_clk,
	input reset,
	input [6:0]addr,
	input [7:0]data,
	output i2c_scl,
	inout i2c_sda,
	output valid,
	output busy
);
I2C_revised_step1 controller(
	.clk(I2C_clk),
	.reset(reset),
	.addr(addr),
	.data(data),
	.i2c_sda(i2c_sda),
	.i2c_scl(i2c_scl),
	.valid(valid),
	.busy(busy)
);
endmodule
module SPI_single_master_slave(spi_clk,reset,miso,mosi,spi_scl,spi_cs,valid,busy,data);
input spi_clk,reset;
input miso;
output spi_scl;
output reg spi_cs;
output reg mosi,valid,busy;
input [7:0]data;
reg [7:0]rx_data;
reg [7:0]count;
reg [1:0]state;
localparam IDLE = 0;
localparam START = 1;
localparam SEND_N_RECEIVE_DATA = 2;
localparam STOP = 3;
reg spi_scl_enable;
assign spi_scl = (spi_scl_enable == 1)? spi_clk : 1;
always@(posedge spi_clk)  
begin
	if(reset == 1)
	begin
		spi_scl_enable <= 0;
	end
	else
	begin
		if((state == IDLE) || (state == START) || (state == STOP))
		begin
			spi_scl_enable <= 0;
		end
		else begin
			spi_scl_enable <= 1;
		end
	end
end
always@(posedge spi_clk) begin
	if(reset == 1) begin
		spi_cs <= 1;
		valid <= 0;
		busy <= 0;
		rx_data <= 0;
		state <= IDLE;
	end
	else begin
		case(state)
			IDLE:
			begin
				spi_cs <= 0;
				mosi <= 1;
				busy <= 0;
				valid <= 0;
				state <= START; 
			end
			START:
			begin
				count <= 8'd7;
				busy <= 1;
				state <= SEND_N_RECEIVE_DATA;
			end
			SEND_N_RECEIVE_DATA:
			begin
				mosi <= data[count];
				rx_data[count] <= miso; 
				if(count == 0) state <= STOP;
				else count <= count - 1;
			end
			STOP:
			begin
				spi_cs <= 1;
				busy <= 0;
				valid <= 1; 
				state <= IDLE;
			end
			default:state <= IDLE;
		endcase
	end
end
endmodule
module slave(spi_scl,spi_cs,mosi,miso);
input spi_scl,spi_cs;
input mosi;
reg [7:0] slave_data = 8'ha5;
output reg miso;
localparam IDLE = 0;
localparam READ_DATA = 1;
localparam STOP = 2;
reg [2:0]count;
reg [1:0]state;
reg [7:0]rx_data=0;
always@(posedge spi_scl)
begin
	case(state)
		IDLE:
			begin
				if(!spi_cs) 
				begin
					count <= 3'd7;
					state <= READ_DATA;
				end
				else 
				begin
					state <= IDLE;
				end
		end
		READ_DATA:
			begin
				rx_data[count] <= mosi;
				miso <= slave_data[count];
				if (count == 0) state <= STOP;
				else begin count <= count - 1;
				end
		end
		STOP:	
			begin
				state <= IDLE;
			end
		default:state <= IDLE;
	endcase
end
endmodule
module spi_top(spi_clk,reset,miso,mosi,spi_scl,spi_cs,valid,busy,data);
input spi_clk,reset;
input [7:0]data;
output miso;
output mosi;
output spi_scl,spi_cs;
output valid,busy;
SPI_single_master_slave master(
	.spi_clk(spi_clk),
	.reset(reset),
	.miso(miso),
	.mosi(mosi),
	.spi_scl(spi_scl),
	.spi_cs(spi_cs),
	.valid(valid),
	.busy(busy),
	.data(data)
);
slave slave1(
	.spi_scl(spi_scl),
	.spi_cs(spi_cs),
	.mosi(mosi),
	.miso(miso)
);
endmodule
module TOP_module(
input clk,
input [1:0] mode,
input SPI_reset,
input I2C_reset,
input Ux_enable,
output miso,
output mosi,
output spi_scl,
output spi_cs,
inout i2c_sda,
output i2c_scl,
input Ux_start,
input Ux_in,
output Ux_out
);
wire [7:0]data; 
wire [6:0]addr; 
wire SPI_busy;
wire I2C_busy;
wire Ux_busy;
wire SPI_valid;
wire I2C_valid;
wire Ux_valid;
wire [2:0] select;
wire [2:0] select_p;
wire [7:0]rx_data;
reconfigurable_controller #(.modes(1)) control(
	.clk(clk),
	.mode(mode),
	.SPI_reset(SPI_reset),
	.I2C_reset(I2C_reset),
	.Ux_enable(Ux_enable),
	.SPI_busy(SPI_busy),
	.I2C_busy(I2C_busy),
	.Ux_busy(Ux_busy),
	.SPI_valid(SPI_valid),
	.I2C_valid(I2C_valid),
	.Ux_valid(Ux_valid),
	.select(select)
);
bus bus1(
	.select(select),
	.select_p(select_p),
	.address(addr),
	.data(data),
	.received_data(rx_data)
);
spi_top SPI(
	.spi_clk(clk),
	.reset(select_p[0]),
	.data(data),
	.miso(miso),
	.mosi(mosi),
	.spi_scl(spi_scl),
	.spi_cs(spi_cs),
	.valid(SPI_valid),
	.busy(SPI_busy)
);
I2C_top I2C(
	.I2C_clk(clk),
	.reset(select_p[1]),
	.addr(addr),
	.data(data),
	.i2c_scl(i2c_scl),
	.i2c_sda(i2c_sda),
	.valid(I2C_valid),
	.busy(I2C_busy)
);
UART uart(
	.clk(clk),
	.tx_rx_enable(select_p[2]),
	.tx_rx_start(Ux_start),
	.tx_out(Ux_out),
	.rx_in(Ux_in),
	.tx_data(data),
	.valid(Ux_valid),
	.busy(Ux_busy),
	.rx_received_data(rx_data)
);
endmodule
module BAUD_generator(clk,B_clk);
input clk;
output reg B_clk = 0;
parameter clk_rate = 10_000_000; 
parameter BAUD_rate = 9600;
parameter divisor = (clk_rate/(BAUD_rate * 16)) - 1;  
parameter cnt_width = $clog2(divisor);
reg [cnt_width - 1: 0] counter = 0;
always@(posedge clk) 
begin	
	if(counter == divisor[cnt_width - 1: 0])
	begin
		counter <= 0;
		B_clk <= ~B_clk;
	end
	else 
		counter <= counter + 1;
end
endmodule
module UART(
input clk,tx_rx_enable,tx_rx_start,
output tx_out,
input rx_in,
input [7:0] tx_data,
output [7:0] rx_received_data,
output valid,busy
);
wire Ux_clk;
BAUD_generator #(.BAUD_rate(9600))baud(.clk(clk),.B_clk(Ux_clk));
UART_transmitter transmit(.clk(Ux_clk),.tx_enable(tx_rx_enable),.tx_start(tx_rx_start),.tx_data_in(tx_data),.tx_out(tx_out),.busy(busy),.valid(valid));
UART_receiver receive(.clk(Ux_clk),.rx_enable(tx_rx_enable),.rx_start(tx_rx_start),.rx_in(rx_in),.rx_received_data(rx_received_data));
endmodule
module UART_receiver(clk,rx_enable,rx_start,rx_in,rx_received_data);
input clk,rx_enable,rx_start;
input rx_in;
output reg [7:0] rx_received_data = 0;
reg [1:0] state = 0;
reg [10:0] data_received = 0;  
reg [4:0] count;
localparam IDLE = 0;
localparam START = 1;
localparam RECEIVE_DATA = 2;
localparam END = 3;
always@(posedge clk)
begin
	if(rx_enable)
	begin
		count <= 0;
		rx_received_data <= 0;
		state <= IDLE;
	end
	else
	begin
		case(state)
			IDLE:
				begin
					if(rx_start) begin
						count <= 4'd10;
						state <= START;
					end
					else begin
						state <= IDLE;
						end
				end
			START:
				begin
					state <= RECEIVE_DATA;
				end
			RECEIVE_DATA:
				begin
					data_received[count] <= rx_in;
					if(count == 0) state <= END;
					else count <= count - 1;
				end
			END:
				begin
					rx_received_data <= data_received[8:1];
					state <= IDLE;
				end
		endcase
	end
end
endmodule
module UART_transmitter(clk,tx_enable,tx_start,tx_data_in,tx_out,busy,valid);
input clk,tx_enable,tx_start;
input [7:0] tx_data_in;
output reg tx_out,busy,valid;
reg [1:0] state = 0;
reg [7:0] saved_data = 0;
reg [10:0] data_send = 0;  
reg [4:0] count;
wire parity;
assign parity = ^tx_data_in;
localparam IDLE = 0;
localparam START = 1;
localparam SEND_DATA = 2;
localparam END = 3;
always@(posedge clk)
begin
	if(tx_enable)
	begin
		count <= 0;
		data_send <= 0;
		tx_out <= 1;
		state <= IDLE;
		busy <= 0;
		valid <= 0;
	end
	else
	begin
		case(state)
			IDLE:
				begin
					tx_out <= 1;
					busy <= 0;
					valid <= 0;
					if(tx_start) begin
						count <= 4'd10;
						state <= START;
					end
					else begin
						state <= IDLE;
						end
				end
			START:
				begin
					data_send <= {1'b0,tx_data_in,parity,1'b1};
					busy <= 1;
					state <= SEND_DATA;
				end
			SEND_DATA:
				begin
					tx_out <= data_send[count];
					if(count == 0) state <= END;
					else count <= count - 1;
				end
			END:
				begin
					busy <= 0;
					valid <= 1;
					state <= IDLE;
				end
		endcase
	end
end
endmodule
module bus(
	input [2:0]select,
	output reg [2:0]select_p,
	output [6:0] address,
	output [7:0] data,
	input [7:0] received_data
);
wire [15:0] data_in;
assign data_in = 16'h42a4;
wire [7:0] data_out;
wire [6:0] addr;
assign addr = data_in[14:8];
assign data_out = data_in[7:0];
assign address = addr;
assign data = data_out;
reg [7:0] saved_data;
always@(*)
begin
	select_p = select;
	saved_data = received_data;
end
endmodule
module reconfigurable_controller #(parameter modes = 1)(
	input clk,
	input [modes:0] mode,
	input SPI_reset,
	input I2C_reset,
	input Ux_enable,
	input SPI_busy,
	input I2C_busy,
	input Ux_busy,
	input SPI_valid,
	input I2C_valid,
	input Ux_valid,
	output reg [2:0] select
);
always@(posedge clk)
begin
	case(mode)
		2'b00: 
		begin
			if(SPI_reset)
				select[0] <= 0;
			else if(SPI_busy)
				select[0] <= 1;
			else if(SPI_valid)
				select[0] <= 0;
		end
		2'b01:
		begin
			if(I2C_reset)
				select[1] <= 0;
			else if(I2C_busy)
				select[1] <= 1;
			else if(I2C_valid)
				select[1] <= 0;
		end
		2'b10:
		begin
			if(Ux_enable)
				select[2] <= 0;
			else if(Ux_busy)
				select[2] <= 1;
			else if(Ux_valid)
				select[2] <= 0;
		end
	endcase
end
endmodule
$ cat ./run.sh
#!/bin/bash
# OpenROAD 26Q1-2900-gdf79404cd8, Yosys 0.63+post, stock flow scripts
make -C /OpenROAD-flow-scripts/flow DESIGN_CONFIG=/design/flow/config.mk WORK_HOME=/design/flow/orfs finish
==> impl_metrics.tcl <==
# collected from the flow reports
set metrics [dict create \
    status "did not finish" \
    lastStage "4_1_cts" \
    error_message "[error] [KeplerFormal.cpp:679] Workflow failed: Iso has multiple drivers: .i2c_sda0, i2c_sda$_SDFFE_PP1P_.Q0" \
    edf_count 19 \
    post_cts_buffers 1 \
    top_cells_by_count "dfxtp_1, nor2_1, edfxtp_1, ha_1, nand2_1" \
    postSynthSeqShare 0.510 \
    synth_cells 285 \
    cts_resized 4 \
    gp_congestion 0.806 \
    unclocked_pins 11 \
    syn_area_per_cell_um2 10.1 \
    top_area_cell "dfxtp_1" \
    ioPinCount 15 \
    synthArstFlopShare 0 \
    untimed_endpoints 12 \
    rows 35 \
    yosys_area_mm2 0.00289 \
    die_w_um 100 \
    most_common_cell "dfxtp_1" \
    cts_hold_buf 0 \
    dpl.hpwl_mm 3.34 \
    yosys_warnings 8 \
    port_buffers 12 \
    place_ws_ps 175 \
    ys_cells 285 \
    area_leaders "dfxtp_1, edfxtp_1, ha_1" \
    synth.top_cell.area_share 0.312 \
    syn_area_mm2 0.00289 \
    fp_util 0.311 \
    ys.flops 64 \
    ys_types 50 \
    synthFlopType "dfxtp_1" \
    die_h_um 100 \
]
==> per-stage QoR <==
step                area (um^2)  instances
floorplan                  2890        285
global placement           3160        423
detailed placement         3160        423
==> logic make-up after synthesis <==
logic type | share of synthesized area
simple gates | 0.225
fa+ha+maj | 0.0824
compound gates | 0.0923
xor+xnor | 0.0303
buf+inv | 0.0273
mux | 0.0325
flops | 0.510
